## config.mk

```make
export PLATFORM = sky130hd
export DESIGN_NAME = fifo
export DESIGN_NICKNAME = fifo
export VERILOG_FILES = /design/flow/design.v
export SDC_FILE = /design/flow/constraint.sdc
export NUM_CORES = 4
export LEC_CHECK = 1
export CORE_UTILIZATION = 30
```

## constraint.sdc

```tcl
current_design fifo

set clk_period 2.4
set clk_io_pct 0.2

create_clock -name clk0 -period $clk_period [get_ports {clk}]

set non_clock_inputs [all_inputs -no_clocks]
set_input_delay [expr $clk_period * $clk_io_pct] -clock clk0 $non_clock_inputs
set_output_delay [expr $clk_period * $clk_io_pct] -clock clk0 [all_outputs]
```

## design.v

```verilog
module fifo (fifo_data_out,fifo_full,fifo_empty,fifo_write,fifo_read,clk,rst_,
             fifo_data_in);
parameter fifo_depth=8;
parameter fifo_width=8;
output logic [(fifo_width-1):0] fifo_data_out;
output logic fifo_full, fifo_empty;
input  logic fifo_write, fifo_read, clk, rst_;
input  logic [(fifo_width-1):0] fifo_data_in;
logic [(fifo_width-1):0] fifomem [0:(fifo_depth-1)];
logic [3:0] wr_ptr, rd_ptr;
logic [3:0] cnt;
always @(posedge clk or negedge rst_)
  if (!rst_) begin
    rd_ptr  <= 0;
    wr_ptr  <= 0;
    cnt   <= 0;
    fifo_empty <= 1;
    fifo_full  <= 0;
  end
  else begin
    case ({fifo_write, fifo_read})
      2'b00: ;      
      2'b01: begin  
               if (cnt>0) begin
                 rd_ptr <= rd_ptr + 1;
                 cnt  <= cnt  - 1;
               end
               if (cnt==1) fifo_empty <= 1;
               fifo_full <= 0;
             end
      2'b10: begin  
               if (cnt< fifo_depth) begin
                 fifomem[wr_ptr] <= fifo_data_in;
                 wr_ptr <= wr_ptr + 1;
                 cnt  <= cnt  + 1;
               end
               if (cnt>=(fifo_depth-1)) fifo_full <= 1;
               fifo_empty <= 0;
             end
      2'b11:  
               if (cnt>(fifo_depth-1)) begin
                 rd_ptr  <= rd_ptr + 1;
                 cnt   <= cnt  - 1;
               end
               else if (cnt<1) begin
                 fifomem[wr_ptr] <= fifo_data_in;
                 wr_ptr  <= wr_ptr + 1;
                 cnt   <= cnt  + 1;
               end
               else begin
                 fifomem[wr_ptr] <= fifo_data_in;
                 wr_ptr  <= wr_ptr + 1;
                 rd_ptr  <= rd_ptr + 1;
               end
    endcase
  end
assign fifo_data_out = fifomem[rd_ptr];
endmodule
```

## run.sh

```bash
#!/bin/bash
# OpenROAD 26Q1-2900-gdf79404cd8, Yosys 0.63+post, stock flow scripts
make -C /OpenROAD-flow-scripts/flow DESIGN_CONFIG=/design/flow/config.mk WORK_HOME=/design/flow/orfs finish
```

==> results.sh <==
# yosys + openroad results
export IMPL_max_vdd_ir_drop_mv=0.532
export IMPL_avgViaCountPerCell=4.76
export IMPL_total_wire_length_after_detailed_routing_um=6860
export IMPL_pre_cts_slack_ns=-0.0641
export IMPL_first_pass_iters=4
export IMPL_synth_seq_area_share=0.679
export IMPL_dp_cells=388
export IMPL_clk_insertion_delay_late_ns=0.35
export IMPL_post_cts_hold_fix_bufs=0
export IMPL_timing_final_max_slew_violations=0
export IMPL_worst_slack_ns=-0.163
export IMPL_grt_pass1_vias=2019
export IMPL_x_dimension_of_the_die_um=106
export IMPL_yosys_top_cells_area="sky130_fd_sc_hd__edfxtp_1 59%, sky130_fd_sc_hd__dfrtp_1 8.4%, sky130_fd_sc_hd__ha_1 6.1%"
export IMPL_r2r_slack_ns=0.74
export IMPL_synth_largest_type_area_fraction=0.587
export IMPL_crit_path_start_kind="register"
export IMPL_worstHoldPathType="input port to asynchronous set/reset pin"
export IMPL_fillCellCount=931
export IMPL_synthXorXnorAreaFrac=0.0134
export IMPL_power_per_cell_area_nw_per_um2=1120
export IMPL_pin_count_of_the_biggest_net_entering_global_routing=14
export IMPL_design_area_um2=4360
export IMPL_area_of_the_die_um2=11300
export IMPL_tritoncts_clock_tree="yes"
export IMPL_ys_sh_aoi=0.0967
export IMPL_timing_final_crit_period_ns=2.56
export IMPL_cts_path_max_buffers=2
export IMPL_ant_nets=0
export IMPL_cts_buffers=9
export IMPL_ys_async_sr_fraction=0.158
export IMPL_initial_antenna_violation_count=0
export IMPL_cts_reportedPaths_clkPinSlew_ns=0.08
export IMPL_number_of_placement_rows=37
export IMPL_critPathKind="register to primary output"
export IMPL_synth_simple_gate_area_share=0.0692
export IMPL_fp_util=0.313
export IMPL_area_delta_synth_final_pct=33.3
export IMPL_ios=22
export IMPL_flop_cell="sky130_fd_sc_hd__edfxtp_1"
export IMPL_final_period_util=1.07
export IMPL_ys_area_um2=3270
export IMPL_number_of_failing_setup_endpoints_in_the_final_timing_report=8
export IMPL_synthTopLogicFamily="AND-OR/OR-AND gates"
export IMPL_ys_sh_adder=0.0612
export IMPL_yosysUniqueCellTypes=39
export IMPL_yosysTopAreaCell="sky130_fd_sc_hd__edfxtp_1"
export IMPL_grt_pass1_wl_um=10800
export IMPL_syn_cell_area_um2=3270
export IMPL_drt_drc_violations_left=0
export IMPL_run_status="complete, but fails checks"
export IMPL_postSynthCellCount=219
export IMPL_port_buffers=21
export IMPL_cellLeakagePower_nw=1.62
export IMPL_core_area_um2=10500
export IMPL_grtUsageTotal=0.133
export IMPL_antennaDiodeCount=0
export IMPL_syn_avg_cell_area_um2=14.9
export IMPL_grt_ovfl_total=0
export IMPL_htreeDepth=3
export IMPL_cts_root_buf="sky130_fd_sc_hd__clkbuf_8"
export IMPL_worst_slew_pin_transition_ns=0.396
export IMPL_cts_sinks=76
export IMPL_setup_repair_after_global_routing_missed_its_margin="true"
export IMPL_finalHoldViolations=0
export IMPL_edf_count=64
export IMPL_instances_no_fill=424
export IMPL_route_vias_total=2020
export IMPL_max_cap_violations=0
export IMPL_chipHeight_um=106
export IMPL_synth_mux_area_fraction=0.0516
export IMPL_maximum_fanout_encountered_on_the_critical_timing_path=4
export IMPL_iteration_0_drc_markers=140
export IMPL_ys_warnings_count=2
export IMPL_final_hold_worst_slack_ns=0.506
export IMPL_fin_skew_ns=0.00816
export IMPL_max_freq_mhz=390
export IMPL_ys_cells=219
export IMPL_layout_drive_gt1_share=0.358
export IMPL_crit_path_end_kind="primary output"
export IMPL_worst_ep_arrival_time_ns=2.08
export IMPL_post_drt_wl_per_cell_um=16.2
export IMPL_synth_seq_cells=76
export IMPL_log_warning_count=38
export IMPL_worst_endpoint_required_ns=1.92
export IMPL_slew_limit_headroom=0.736
export IMPL_finalWeightedCongestion=0.867
export IMPL_violations="negative setup slack"
export IMPL_dpl_instance_area_um2=3810
export IMPL_place_hpwl_um=4250
==> state kept, by name (all words and copies together), names as in the netlist <==
name and flops:
fifo_empty 1, fifo_full 1, fifomem 64, cnt 4, wr_ptr 3, rd_ptr 3
==> repair_timing <==
item | 4_1_cts | 5_1_grt
gates resized | 64 | 6
setup buffers | 19 | 3
gates cloned | 1 | 0
pin swaps | 26 | 18
endpoints found under the setup margin | 8 | 8
==> metal layers <==
layer | global-route usage | wire [um]
met5 | 0 | 0
met2 | 0.212 | 3320
met3 | 0.0557 | 625
met4 | 0.0117 | 90
met1 | 0.186 | 2820
==> stage by stage <==
stage / utilization / power [mW] / setup TNS [ns]
floorplan: - / 2.67 / 0
CTS: 0.413 / 4.84 / -0.663
global placement: 0.364 / 3.40 / -0.214
detailed placement: 0.364 / 3.42 / -0.320
global route: 0.417 / 5.21 / -1.56
finish: 0.417 / 4.91 / -0.853
==> logic make-up after synthesis <==
kind of cell             after synthesis
multiplexers                          15
buffers and inverters                 20
AND-OR/OR-AND                         43
XOR/XNOR                               5
flip-flops                            76
adder cells (fa/ha/maj)               16
AND/OR/NAND/NOR                       44
==> path summary, 6_finish.rpt <==
check                           start          endpoint  cells past startpoint
hold / removal                   rst_            cnt[3]                      2
max in group asynchronous        rst_        fifo_empty                      2
setup / recovery            rd_ptr[1]  fifo_data_out[0]                      8
min in group clk0          fifo_empty        fifo_empty                      2
setup reg to reg               cnt[0]         rd_ptr[1]                      5
hold reg to reg            fifo_empty        fifo_empty                      2
==> synth_stat cells, types with 5 or more instances <==
| library cell | count |
|---|---|
| sky130_fd_sc_hd__and3_1 | 6 |
| sky130_fd_sc_hd__dfrtp_1 | 11 |
| sky130_fd_sc_hd__a221oi_1 | 8 |
| sky130_fd_sc_hd__mux2_2 | 8 |
| sky130_fd_sc_hd__a31oi_1 | 7 |
| sky130_fd_sc_hd__nand2_1 | 14 |
| sky130_fd_sc_hd__nor2_1 | 11 |
| sky130_fd_sc_hd__edfxtp_1 | 64 |
| sky130_fd_sc_hd__a22o_1 | 5 |
| sky130_fd_sc_hd__ha_1 | 16 |
| sky130_fd_sc_hd__a21oi_1 | 6 |
| sky130_fd_sc_hd__o21ai_0 | 8 |
| sky130_fd_sc_hd__inv_1 | 10 |
==> critical path: stages (launching register included) <==
cell,delay [ns]
sky130_fd_sc_hd__dfrtp_2,0.46
sky130_fd_sc_hd__buf_6,0.14
sky130_fd_sc_hd__ha_4,0.16
sky130_fd_sc_hd__buf_6,0.11
sky130_fd_sc_hd__a222oi_1,0.27
sky130_fd_sc_hd__a21oi_1,0.13
sky130_fd_sc_hd__a221oi_2,0.26
sky130_fd_sc_hd__a21oi_4,0.09
sky130_fd_sc_hd__buf_2,0.11
==> area by class of cell <==
type	instances	area, um^2	area share
multi-input combinational	123	1100	0.253
inverter	10	40.0	0.00918
sequential	76	2230	0.510
clock inverter	6	65.1	0.0149
tap	136	170	0.0390
clock buffer	9	124	0.0284
timing repair buffer	64	633	0.145
==> power breakdown <==
part	total, mW	internal, mW	switching, mW	leakage (nW)
clock	0.938	0.476	0.462	0.0955
sequential	1.77	1.61	0.161	0.715
combinational	2.20	1.25	0.952	0.812
==> cells in the final DEF (no fill, tap or decap), types with 3 or more instances in the layout <==
cell type and count:
sky130_fd_sc_hd__edfxtp_1 64, sky130_fd_sc_hd__buf_4 25, sky130_fd_sc_hd__nand2_1 14, sky130_fd_sc_hd__clkdlybuf4s50_1 13
sky130_fd_sc_hd__nor2_1 11, sky130_fd_sc_hd__ha_1 10, sky130_fd_sc_hd__buf_6 10, sky130_fd_sc_hd__clkbuf_8 9
sky130_fd_sc_hd__inv_1 8, sky130_fd_sc_hd__mux2_2 8, sky130_fd_sc_hd__dfrtp_1 8, sky130_fd_sc_hd__buf_2 8
sky130_fd_sc_hd__a221oi_2 7, sky130_fd_sc_hd__o21ai_0 7, sky130_fd_sc_hd__a31oi_1 6, sky130_fd_sc_hd__and3_1 6
sky130_fd_sc_hd__ha_4 6, sky130_fd_sc_hd__buf_12 6, sky130_fd_sc_hd__a21oi_1 5, sky130_fd_sc_hd__a22o_1 5
sky130_fd_sc_hd__a222oi_1 4, sky130_fd_sc_hd__mux2_1 3, sky130_fd_sc_hd__nor2b_1 3, sky130_fd_sc_hd__mux2i_1 3
sky130_fd_sc_hd__xnor2_1 3, sky130_fd_sc_hd__dfrtp_2 3
Power and IR drop assume default switching activity.
