--- design/flow/config.mk ---
export PLATFORM = sky130hd
export DESIGN_NAME = ex2_1
export DESIGN_NICKNAME = ex2_1
export VERILOG_FILES = /design/flow/design.v
export SDC_FILE = /design/flow/constraint.sdc
export NUM_CORES = 4
export LEC_CHECK = 1
export CORE_UTILIZATION = 40
--- design/flow/constraint.sdc ---
current_design ex2_1

set clk_period 17.4
set clk_io_pct 0.2

create_clock -name clk0 -period $clk_period [get_ports {clk}]

set non_clock_inputs [all_inputs -no_clocks]
set_input_delay [expr $clk_period * $clk_io_pct] -clock clk0 $non_clock_inputs
set_output_delay [expr $clk_period * $clk_io_pct] -clock clk0 [all_outputs]
--- design/flow/design.v ---
module ex2_1 (
	      input 		 clk, rst, validi,
	      input [31:0] 	 data_in,
	      output logic 	 valido, 
	      output logic [31:0] data_out
	      );
   enum 			 {S0, S1, S2} state, next;
   logic [31:0] 			 a;
   initial begin
      state = S0;
   end
   always_ff @(posedge clk or posedge rst) begin
      if (rst) begin
	 data_out <= 32'b0;
	 valido <= 1'b0;
	 state = S0;
      end
      else begin
	 case (state)
	   S0: begin
	      valido <= 1'b0;
	      if (validi) begin
		 a = data_in;
		 next = S1;
	      end
	   end
	   S1: begin
	      if (validi) begin
		 a *= data_in;
		 next = S2;
	      end
	      else
		next = S0;
	   end
	   S2: begin
	      if (validi) begin
		 a += data_in;
		 data_out <= a;
		 valido <= 1'b1;
	      end
	      next = S0;
	   end
	 endcase
	 state = next;
      end
   end
endmodule
--- design/flow/run.sh ---
#!/bin/bash
# OpenROAD 26Q1-2900-gdf79404cd8, Yosys 0.63+post, stock flow scripts
make -C /OpenROAD-flow-scripts/flow DESIGN_CONFIG=/design/flow/config.mk WORK_HOME=/design/flow/orfs finish
==> run_results.csv <==
group,metric,value,unit
final_layout,area_growth,8.81,%
worst_setup_path,crit_type,"input port to flip-flop",
placed_design,place_worst_setup_slack,6.51,ns
worst_setup_path,cp-end-kind,"flip-flop",
run,stage_log_warnings,28,
clocking,htree_levels,3,
placed_design,hpwl,42900,um
synthesis,edf_count,32,
die,ios,68,
worst_setup_path,crit_path_max_fanout,22,
clocking,cts_made_buffers,9,
worst_setup_path,critPathArrivalTime,10.63,ns
synthesis,common_cells,"fa_1, inv_1, and2_1, nand2_1, ha_1",
global_route,antenna_found_initial,1,
outcome,status,"finished, final reports clean",
clocking,clock.latency.late_pin,0.35,ns
drt,m1WireLength,23000,um
synthesis,ys_warn_count,1,
worst_setup_path,crit_path_start_kind,"input port",
drt,wl_met3,6860,um
worst_setup_path,cp.required,17.48,ns
worst_hold_path,hp-class,"flip-flop to flip-flop",
synthesis,area_leaders,"fa_1, ha_1, and2_1",
drt,wire_per_inst,19.7,um
synthesis,yosysChipArea,20200,um^2
drt,viasPerCell,5.11,
clocking,clk_root_buffer_cell,"clkbuf_16",
die,fp_util,40.9,%
final_timing,period_used_share,60.7,%
final_timing,skew,0.00568,ns
synthesis,syn_avg_cell_area,9.25,um^2
final_layout,drive_above_1_share,4.98,%
global_route,grt_remaining_overflow,0,
placed_design,gp_congestion,0.965,
drt,wl,56700,um
clocking,cts_tree,"built",
clocking,clk_pin_slew,0.06,ns
global_route,grt_pass1_wl,91100,um
synthesis,ys_ff,69,
final_layout,finalNonFillerCells,2876,
synthesis,syn_area,20200,um^2
final_timing,totalNegativeSetupSlack,0,ns
drt,vias,14694,
final_timing,tightest_slew,0.826,ns
synthesis,synth_cells,2184,
run,max_cap_violations,0,
synthesis,most_common_cell,"fa_1",
die,die_w,227,um
synthesis,synthArstFlopShare,50.7,%
final_timing,setup_viol,0,
global_route,grt_max_degree,68,
synthesis,synth_seq_share,9.29,%
final_timing,fmax,94.7,MHz
clocking,cts_hold_buffers,0,
final_timing,finalHoldViolCount,0,
drt,post-route-drc-count,0,
final_timing,finalWorstSetupSlack,6.84,ns
drt,drt_iter0_markers,609,
clocking,post_cts_buffers,0,
global_route,grt_pass1_vias,16061,
synthesis,synth_top_area_share,40.5,%
clocking,clock-sinks,69,
synthesis,yosysTopAreaCell,"fa_1",
clocking,cts_resized,0,
drt,wl_met2,25300,um
final_timing,period_minus_slack,10.56,ns
global_route,groute.usage.overall,25.3,%
drt,antenna_left,0,
synthesis,ff_type,"dfrtp_1",
drt,dr.pass1.iters,5,
final_timing,hold_ws,0.471,ns
die,rows,81,
clocking,clk_path_buf_depth,2,
drt,top_layer_used,"met5",
die,die_height,227,um
final_timing,rsz0062_at_grt,"no",
synthesis,synth_cell_types,68,
die,die_area,51400,um^2
final_timing,slew_violations,0,
final_timing,max_slew_margin,45.0,%
synthesis,yosys_cells,2184,
die,core-area,49400,um^2
placed_design,io_buffers,67,
placed_design,placed_cells,2859,
[worst paths after layout]
kind	endpoint	startpoint	slack, ns	cells after the start
min in group asynchronous	data_out[4]	rst	3.68	3
min reg2reg	next[1]	next[1]	0.47	2
max reg2reg	a[21]	a[4]	9.70	22
max in group asynchronous	data_out[31]	rst	13.40	3
max	a[31]	data_in[11]	6.84	23
min	next[1]	next[1]	0.47	2
[layout make-up]
class / instances / area (um^2)
clock inverter: 6 / 58.8
multi-input combinational: 1608 / 16400
fill: 4688 / 27400
inverter: 402 / 1510
timing repair buffer: 116 / 1040
antenna: 1 / 2.50
tap: 664 / 831
sequential: 69 / 1880
clock buffer: 10 / 250
[sequential cells by signal, summed over array words and instances (netlist names)]
register / flops
data_out: 32
state: 2
next: 2
a: 32
valido: 1
[routing by layer]
metal	global-route usage, %	vias to the layer above
li1	-	6730
met1	35.4	7214
met2	37.5	671
met3	11.7	77
met4	5.54	2
met5	0	-
[placed cells by master, fill, tap and decap left out, types with 35 or more instances in the layout]
cell and count:
and2_1 302, dfrtp_1 35, a21oi_1 75, buf_4 49, clkdlybuf4s50_1 67, inv_1 402
nand2_1 253, nor2_1 50, xnor2_1 83, fa_1 409, ha_1 157
[cell families (layout without fill, tap and decap cells)]
kind of cell | after synthesis | in the layout | synth area share [%]
simple gates | 678 | 678 | 17.2
fa+ha+maj | 567 | 567 | 50.3
compound gates | 226 | 226 | 7.41
xor+xnor | 109 | 109 | 4.76
mux | 28 | 28 | 1.55
other cells | 0 | 1 | 0
flops | 69 | 69 | 9.29
buf+inv | 507 | 534 | 9.49
[critical path, stage by stage]
cell and delay (ns):
clkdlybuf4s50_1 0.47, buf_4 0.34, ha_1 0.49, fa_1 0.48, inv_1 0.08, fa_1 0.43, fa_1 0.54, inv_1 0.05
fa_1 0.47, ha_1 0.32, fa_1 0.45, fa_1 0.52, fa_1 0.42, ha_1 0.39, a21o_1 0.21, a21o_1 0.16
a21oi_1 0.20, o22ai_1 0.11, a31oi_1 0.32, o21ai_0 0.17, a21oi_1 0.24, xnor2_1 0.15, o221ai_1 0.12
[through the flow]
step	area (um^2)	utilization, %
6_report	22000	44.5
5_1_grt	22000	44.5
4_1_cts	22000	44.5
3_5_place_dp	21700	43.9
3_3_place_gp	21700	43.9
2_1_floorplan	20200	-
